**design/flow/design.v**
```verilog
`timescale 1ns / 1ps
module jcsbasic(
    input CLK, input [15:0] SW, input BTNU, input BTNL, input BTNC, input BTNR, input BTND,
    output reg [15:0] LED, output [6:0] SEG, output [3:0] AN, output DP) ;
	parameter 
	   FIRST=0, 
	   NAND=0, NOT=1, AND=2, OR=3, XOR=4, DEC3=5, ENABLE=6, BUS1=7, LAST=7 ;  
	reg [3:0] mode = NAND, nextmode = NAND ;
    always @(posedge CLK) begin
        mode <= nextmode ;
    end
    wire nmbtn_click, pmbtn_click ;
    click cpmbtn(CLK, BTNU, pmbtn_click) ;
    click cnmbtn(CLK, BTND, nmbtn_click) ;
    always @(posedge CLK) begin
        if (pmbtn_click && (mode > FIRST)) begin
            nextmode <= mode - 1 ;
        end else if (nmbtn_click && (mode < LAST)) begin
        	nextmode <= mode + 1 ;
		end 
    end
    wire BIT1, ENA ;
    assign ENA = BTNL ;
    assign BIT1 = BTNL ;
    wire buf_out ;
    jbuf ubuf(SW[0], buf_out) ;
    wire not_out ;
    jnot unot(SW[0], not_out) ;
    wire nand_out ;
    jnand unand(SW[1], SW[0], nand_out) ;
    wire and_out ;
    jand uand(SW[1], SW[0], and_out) ;
    wire or_out ;
    jor uor(SW[1], SW[0], or_out) ;
    wire xor_out ;
    jxor uxor(SW[1], SW[0], xor_out) ;
	wire [7:0] dec3_out ;
	jdecoder #(3, 8) udec(SW[2:0], dec3_out) ;
	wire [7:0] ena_out ;
	jenabler uenabler(SW[7:0], ENA, ena_out) ;
	wire [7:0] bus1_out ;
	jbus1 ubus1(SW[7:0], BIT1, bus1_out) ;
    reg [31:0] word ;    
    seven_seg_word ssw(CLK, word, SEG, AN, DP) ;
    always @(*) begin
        LED[15:8] = 0 ;
        case (mode)
            NAND: begin
                 word = "nand" ;
                LED[7:1] = 0 ;
                LED[0] = nand_out ;
            end
            NOT: begin
                word = " not" ;
                LED[7:1] = 0 ;
                LED[0] = not_out ;
            end
            AND: begin
                word = " and" ;
                LED[7:1] = 0 ;
                LED[0] = and_out ;
            end
            OR: begin
                word = "  or" ;
                LED[7:1] = 0 ;
                LED[0] = or_out ;
            end
            XOR: begin
                word = " xor" ;
                LED[7:1] = 0 ;
                LED[0] = xor_out ;
            end
            DEC3: begin
                word = "dec3" ;
				LED[7:0] = dec3_out ;
            end
            ENABLE: begin
                word = " ena" ;
				LED[7:0] = ena_out ;
            end
            BUS1: begin
                word = "bus1" ;
				LED[7:0] = bus1_out ;
            end
            default: begin
                word = "    " ;
                LED = 0 ;
            end
        endcase
    end
endmodule
`timescale 1ns / 1ps
module click(input clk, input pbi, output reg click);
    reg cur = 0 ;
    wire deb ;
    debounce debm(clk, pbi, deb) ;
    always @(posedge clk) begin
        cur <= deb ;
        if (deb == 0 && cur == 1)
            click <= 1 ;
        else
            click <= 0 ;
    end
endmodule
module debounce(input clk, input pbi, output reg pbo);
    parameter DEBOUNCE_LIMIT = 1000000 ;   
    reg [19:0] count = 0 ;
    always @(posedge clk) begin
        if (pbi != pbo && count < DEBOUNCE_LIMIT)
            count <= count + 1 ;
        else if (count == DEBOUNCE_LIMIT) begin
            pbo <= pbi ;
            count <= 0 ;
        end 
        else begin
            count <= 0 ;
        end
    end
endmodule
module seven_seg_word(input clk, input [31:0] word, output reg [6:0] sseg, output reg [3:0] an, output reg dp) ;
    reg [7:0] led_ascii ;
    reg [19:0] count = 0 ;
    always @(posedge clk) begin
        count <= count + 1 ;
    end
    wire [1:0] s ;
    assign s = count[19:18] ;
    always @(*) begin
        case(s)
            2'b00: begin
                an = 4'b0111 ; 
                led_ascii = word[31:24] ;
            end
            2'b01: begin
                an = 4'b1011 ; 
                led_ascii = word[23:16] ;
            end
            2'b10: begin
                an = 4'b1101 ; 
                led_ascii = word[15:8] ;
            end
            2'b11: begin
                an = 4'b1110 ; 
                led_ascii = word[7:0] ;
            end
        endcase
    end        
    always @(*) begin       
        dp = 1 ;
        case(led_ascii)
            "0":        sseg = 7'b1000000 ; 
            "1":        sseg = 7'b1111001 ; 
            "2":        sseg = 7'b0100100 ;
            "3":        sseg = 7'b0110000 ;
            "4":        sseg = 7'b0011001 ;
            "5":        sseg = 7'b0010010 ;
            "6":        sseg = 7'b0000010 ;
            "7":        sseg = 7'b1111000 ;
            "8":        sseg = 7'b0000000 ;
            "9":        sseg = 7'b0010000 ; 
            "a":        sseg = 7'b0100000 ; 
            "b":        sseg = 7'b0000011 ;
            "c":        sseg = 7'b0100111 ; 
            "d":        sseg = 7'b0100001 ; 
            "e":        sseg = 7'b0000110 ; 
            "f":        sseg = 7'b0001110 ;
            "g":        sseg = 7'b0010000 ; 
            "h":        sseg = 7'b0001011 ;
            "k":        sseg = 7'b0001010 ;
            "l":        sseg = 7'b1001111 ; 
            "m":        sseg = 7'b0101010 ; 
            "n":        sseg = 7'b0101011 ; 
            "o":        sseg = 7'b0100011 ; 
            "p":        sseg = 7'b0001100 ; 
            "r":        sseg = 7'b0101111 ;
            "s":        sseg = 7'b0010010 ; 
            "t":        sseg = 7'b0000111 ;
            "u":        sseg = 7'b1100011 ;
            "x":        sseg = 7'b0001001 ; 
            "z":        sseg = 7'b0100100 ; 
            default:    sseg = 7'b1111111 ;  
        endcase
    end
endmodule 
module seven_seg_dec(input clk, input [7:0] num, output reg [6:0] sseg, output reg [3:0] an, output reg dp) ;
    reg [7:0] led_dec ;
    reg [19:0] count = 0 ;
    always @(posedge clk) begin
        count <= count + 1 ;
    end
    wire [1:0] s ;
    assign s = count[19:18] ;
    always @(*) begin
        case(s)
            2'b00: begin
                an = 4'b0111 ; 
                led_dec = 0 ;
            end
            2'b01: begin
                an = 4'b1011 ; 
                led_dec = (num % 1000) / 100 ;
            end
            2'b10: begin
                an = 4'b1101 ; 
                led_dec = (num % 100) / 10 ;
            end
            2'b11: begin
                an = 4'b1110 ; 
                led_dec = num % 10 ;
            end
        endcase
    end        
    always @(*) begin       
        dp = 1 ;
        case(led_dec)
            0:        sseg = 7'b1000000 ; 
            1:        sseg = 7'b1111001 ; 
            2:        sseg = 7'b0100100 ;
            3:        sseg = 7'b0110000 ;
            4:        sseg = 7'b0011001 ;
            5:        sseg = 7'b0010010 ;
            6:        sseg = 7'b0000010 ;
            7:        sseg = 7'b1111000 ;
            8:        sseg = 7'b0000000 ;
            9:        sseg = 7'b0010000 ; 
            default:  sseg = 7'b1111111 ;  
        endcase
    end
endmodule 
module genclock #(parameter HZ=1) (input clkin, output clkout) ;
    integer count = 0 ;
    localparam max = 100000000 / HZ ;
    reg rclkout = 0 ;
	assign clkout = rclkout ;
    always @ (posedge clkin) begin
        if (count == max - 1) begin
            count <= 0 ;
            rclkout <= ~rclkout ;
        end else begin
            count <= count + 1 ;
        end
    end
endmodule
`timescale 1ns / 1ps
module jnand(input wa, input wb, output wc) ;
	nand #1 x(wc, wa, wb) ;
endmodule
module jnot(input wa, output wb) ;
	jnand x(wa, wa, wb) ;
endmodule
module jand(input wa, input wb, output wc) ;
	wire w ;
	jnand x(wa, wb, w) ;
	jnot y(w, wc) ;
endmodule
module jor(input wa, input wb, output wc) ;
	wire wic, wid ;
	jnot n1(wa, wic) ;
	jnot n2(wb, wid) ;
	jnand x(wic, wid, wc) ;
endmodule
module jxor(input wa, input wb, output wc) ;
	wire wic, wid, wie, wif ;
	jnot not1(wa, wic) ;
	jnot not2(wb, wid) ;
	jnand nand1(wic, wb, wie) ;
	jnand nand2(wa, wid, wif) ;
	jnand nand3(wie, wif, wc) ;
endmodule
module jbuf(input wa, output wb) ;
	jand x(wa, wa, wb) ;
endmodule
module jandN #(parameter N=2) (input [N-1:0] bis, output wo) ;
	wire [N-2:0] os ;
	jand and0(bis[0], bis[1], os[0]) ;
	genvar j ;
	generate
	    for (j = 0; j < (N - 2); j = j + 1) begin
	        jand andj(os[j], bis[j+2], os[j+1]) ;
	    end
	endgenerate
	assign wo = os[N-2] ;
endmodule
module jorN #(parameter N=2) (input [N-1:0] bis, output wo) ;
	wire [N-2:0] os ;
	jor or0(bis[0], bis[1], os[0]) ;
	genvar j ;
	generate
	    for (j = 0; j < (N - 2); j = j + 1) begin
	        jor orj(os[j], bis[j+2], os[j+1]) ;
	    end
	endgenerate
	assign wo = os[N-2] ;
endmodule
module jenabler(input [7:0] bis, input we, output [7:0] bos) ;
	genvar j ;
	generate
	    for (j = 0; j < 8 ; j = j + 1) begin
	        jand a(bis[j], we, bos[j]) ;
	    end
	endgenerate
endmodule
module jdecoder #(parameter N=2, N2=4) (input [N-1:0] bis, output [N2-1:0] bos) ;
    wire [1:0] wmap[N-1:0] ;
    genvar j ;
    generate
        for (j = 0; j < N ; j = j + 1) begin
	    jnot notj(bis[j], wmap[j][0]) ;
	    assign wmap[j][1] = bis[j] ;
        end
    endgenerate
    genvar k ;
    generate
        for (j = 0; j < N2 ; j = j + 1) begin
            wire [N-1:0] wos ;
            for (k = 0; k < N ; k = k + 1) begin
	        assign wos[k] = wmap[k][j[k]] ;
	    end
            jandN #(N) andNj(wos, bos[j]) ;
        end
    endgenerate
endmodule
module jbus1 (input [7:0] bis, input wbit1, output [7:0] bos) ;
    wire wnbit1 ;
    jnot n(wbit1, wnbit1) ;
    genvar j ;
    generate
	for (j = 0 ; j < 8 ; j = j + 1) begin
	    if (j > 0) begin
	        jand andj(bis[j], wnbit1, bos[j]) ;
	    end else begin
	        jor orj(bis[j], wbit1, bos[j]) ;
	    end
	end
    endgenerate
endmodule
```
**design/flow/run.sh**
```bash
#!/bin/bash
# OpenROAD 26Q1-2900-gdf79404cd8, Yosys 0.63+post, stock flow scripts
make -C /OpenROAD-flow-scripts/flow DESIGN_CONFIG=/design/flow/config.mk WORK_HOME=/design/flow/orfs finish
```
**design/flow/config.mk**
```make
export PLATFORM = sky130hd
export DESIGN_NAME = jcsbasic
export DESIGN_NICKNAME = jcsbasic
export VERILOG_FILES = /design/flow/design.v
export SDC_FILE = /design/flow/constraint.sdc
export NUM_CORES = 4
export LEC_CHECK = 1
export CORE_UTILIZATION = 40
```
**design/flow/constraint.sdc**
```tcl
current_design jcsbasic

set clk_period 4.1
set clk_io_pct 0.2

create_clock -name clk0 -period $clk_period [get_ports {CLK}]

set non_clock_inputs [all_inputs -no_clocks]
set_input_delay [expr $clk_period * $clk_io_pct] -clock clk0 $non_clock_inputs
set_output_delay [expr $clk_period * $clk_io_pct] -clock clk0 [all_outputs]
```
==> deck_impl_summary.md <==
Implementation Results

Run status
  • Outcome: complete, no violations

Clocking
  • Clock sink total: 74
  • Hold buffers post-CTS: 0
  • CTS root buffer: clkbuf_8
  • CTS tree: built
  • Clock Pin Slew Worst Setup and Hold Paths: roughly 80 ps
  • H-tree depth: 3
  • Clk ins delay skew pair: around 350 ps
  • Clk buf depth: 2
  • Number of buffers created by CTS: 9

Pwr
  • IR drop worst, VDD: 173 uV
  • Reg power frac: 54.6%
  • Net Switching: roughly 290 uW
  • Power per cell area: between 200 and 300 mW/mm^2
  • Clk pwr share: a little over two fifths
  • Switching Fraction: 21.3%
  • Comb pwr share: about 3.0%
  • Leakage: 0.00192 uW
  • Internal Power: ~1100 uW
  • Overall power: 1350 uW

Flow run
  • Max Cap Viol: 0
  • Log Warnings: around 52

Cells and area
  • Layout Utilization: 49.7%
  • Area Growth Syn to Fin: 19.0%
  • Most numerous logic cell after layout: dfxtp_1
  • Final Non-Filler Cells: between 600 and 700
  • Filler Cell Count: roughly 950
  • Most common logic cells in the final layout: dfxtp_1 (64), nor2_1 (59), nand2_1 (34)
  • Fin area: 0.00518 mm^2
  • Layout cells sized above 1: between 10% and 20%

Global route
  • Total track usage: approximately 16%
  • Vias in the first global route: 3,096
  • GR Overflow Total: 0
  • Initial antenna violation count: 0
  • Largest net degree at the start of global routing: 21
  • Global-route wire length before repair: about 15,000 um

Logic synthesis
  • Xor+xnor area frac: about a tenth
  • Asr flop ratio synth: 0%
  • Simple share: 23.6%
  • Adder Area Share: under 10%
  • Unique cell types: about 68
  • Post-synth EDFFs: 6
  • Main kind of combinational logic by area: simple AND/OR/NAND/NOR gates
  • Warnings, synthesis: 5
  • Post-Synthesis Cell Area: about 0.0044 mm^2
  • Synth Instances: about 500
  • Synth Seq Share: approximately 35%
  • Compound-Gate Fraction of Synth Area: between 10% and 20%
  • Mux cell area share: under 10%
  • Yosys cell count: roughly 500
  • Synthesized registers: about 74
  • Chip Area, Yosys: about 0.0044 mm^2
  • Commonest flop: dfxtp_1
  • Mapped Avg Cell Area: between 8 and 9 um^2

Routing
  • Final ANT Viol Nets: 0
  • Post-Route WL: 8490 um
  • Vias/cell: approximately 5.2
  • Via count: 3,552
  • Ant diodes: 0
  • DR pass1 iterations: 6
  • WL per Instance: 12.5 um
  • Drt drc: 0
  • Iteration-0 DRC count of the detailed router: between 150 and 200

Hold path
  • Hold path startpoint: nextmode[2]
  • Min-delay worst type: register to register

Critical path
  • R2r setup slk: 2140 ps
  • Critical path type: register to primary output
  • Worst-path fanout max: 8
  • Critical path startpoint: mode[0]
  • CP Data Required Time: 3280 ps
  • Worst Path Arrival: ~3100 ps
  • FF-to-FF Start: cnmbtn.debm.count[11]
  • Crit path launch type: register
  • Crit. End Element: primary output

Floorplanning
  • Rows: 37
  • Num ports: roughly 50
  • Initial core utilization: between 40% and 50%
  • Die Height: between 100 and 150 um
  • CORE AREA: roughly 0.010 mm^2
  • Die X: around 110 um
  • Die ar.: around 0.011 mm^2

Timing
  • Hold Vio Cnt, Final: 0
  • RSZ-0062 raised after global routing: true
  • Hold slack: between 300 and 400 ps
  • Layout Skew: between 8 and 9 ps
  • # setup viols final: 0
  • F_max: around 250 MHz
  • Minimum clock period: slightly below 4000 ps
  • Slew @ Worst Pin: 619 ps
  • Slew headroom: 58.4%
  • Final period util: a little over nine tenths
  • Final Max Slew Viols: 0

Placed design
  • Post-detail-place hpwl: 5900 um
  • Placer Congestion: 0.849
  • Dpl cells: between 600 and 700
  • Port Buf Inserts: 30
  • Placed Area: about 0.0048 mm^2
## final cells by class
class | count | area (um^2) | area share, %
Multi-Input combinational cell | 381 | 2700 | 52.1
Sequential cell | 74 | 1550 | 30.0
Timing Repair Buffer | 49 | 459 | 8.86
Tap cell | 136 | 170 | 3.28
Clock buffer | 10 | 149 | 2.87
Inverter | 25 | 96.3 | 1.86
Clock inverter | 5 | 51.3 | 0.990
## power by group through the flow
stage	Clock [uW]	Sequential [uW]	Combinational [uW]
4_1_cts	593	738	41.6
5_1_grt	626	737	46.7
6_report	572	736	41.1
## cells by family after synthesis
kind of cell,after synthesis
and+or+nand+nor,200
AOI/OAI and AO/OA,85
DFF,74
xor gates and xnor gates,52
buffers and inverters,51
adders and majority gates,22
muxes,13
other,2
## per-layer routing
metal	track usage, %	vias to the layer above	share of wire [%]	wire [um]
met5	0	-	0	0
met4	1.88	0	0.93	79
met3	3.13	6	5.9	505
met2	22.7	84	41	3480
met1	25.6	1626	52	4420
li1	-	1836	-	-
## critical path, cell delays in order (launching register included)
cell	delay, ps
dfxtp_4	380
inv_2	110
ha_4	200
nor2_1	60
a2111oi_2	350
o21a_1	240
inv_2	100
ha_4	190
or4_1	510
a41o_1	250
clkdlybuf4s50_1	390
## path summary, 6_finish.rpt
check	endpoint	cells after the start
max	SEG[0]	10
min	mode[2]	0
max reg2reg	cnmbtn.debm.pbo	3
min reg2reg	mode[2]	0
## flip-flops by register name, summed over array words and instances (netlist names)
name and count:
cnmbtn.debm.count 20, cpmbtn.debm.count 20, ssw.count 20, mode 4, nextmode 4, cnmbtn.click 1, cnmbtn.cur 1, cnmbtn.debm.pbo 1
cpmbtn.click 1, cpmbtn.cur 1, cpmbtn.debm.pbo 1
## metrics by stage
step           setup TNS, ps  worst slack [ps]
2_1_floorplan              0               583
3_3_place_gp               0               158
3_5_place_dp               0               121
4_1_cts                    0            0.0429
5_1_grt                -24.5             -13.4
6_report                   0               147
## synth_stat cells, types with 6 or more instances
cell type  number  share of area, %
a21oi_1        14               1.6
a22o_1          7               1.4
and3_1         11               1.6
buf_2           7              0.80
buf_4          13               2.2
clkbuf_1        6              0.52
dfxtp_1        68                31
edfxtp_1        6               4.1
ha_1           22               6.3
inv_1          24               2.1
mux2i_1         8               1.8
nand2_1        34               2.9
nand3_1        22               2.5
nand4_1        14               2.0
nor2_1         60               5.2
nor2b_1         8               1.1
nor3_1         11               1.3
o21ai_0        14               1.6
xnor2_1        28               5.6
xor2_1         24               4.8
## what timing repair did
item,4_1_cts,5_1_grt
buffers inserted,5,3
pin swaps,3,4
endpoints found under the setup margin,7,6
resized,14,19
Power is estimated from default activity; no workload was simulated.
