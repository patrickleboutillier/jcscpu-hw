--- design.v ---
`timescale 1ns / 1ps
module jCU (
	input CLK_clk, input CLK_clkd, input CLK_clke, input CLK_clks, input [0:5] STP_bus,
	input [3:0] flags_bus, 
	input [0:7] ir_bus,
	output [0:2] alu_op,
	output alu_ena_ci, flags_s, tmp_s, bus1_bit1, acc_s, acc_e,
	output r0_s, r0_e, r1_s, r1_e, r2_s, r2_e, r3_s, r3_e, 
    output ram_mar_s, ram_s, ram_e,
	output iar_s, iar_e, ir_s,
	output halt,
	output io_s, io_e, io_io, io_da
	) ;
	wire [0:7] inst_bus ;
	wor iar_ena_wor, ram_ena_wor, acc_ena_wor, bus1_bit1_wor ;
	jand iar_ena(CLK_clke, iar_ena_wor, iar_e) ;
	jand ram_ena(CLK_clke, ram_ena_wor, ram_e) ;
	jand acc_ena(CLK_clke, acc_ena_wor, acc_e) ;
	wor ir_set_wor, ram_mar_set_wor, iar_set_wor, acc_set_wor, ram_set_wor, tmp_set_wor, flags_set_wor ;
	jand ir_set(CLK_clks, ir_set_wor, ir_s) ;
	jand ram_mar_set(CLK_clks, ram_mar_set_wor, ram_mar_s) ;
	jand iar_set(CLK_clks, iar_set_wor, iar_s) ;
	jand acc_set(CLK_clks, acc_set_wor, acc_s) ;
	jand ram_set(CLK_clks, ram_set_wor, ram_s) ;
	jand tmp_set(CLK_clks, tmp_set_wor, tmp_s) ;
	jand flags_set(CLK_clks, flags_set_wor, flags_s) ;
	assign bus1_bit1_wor = STP_bus[0] ;
	assign bus1_bit1 = bus1_bit1_wor ;
	assign iar_ena_wor = STP_bus[0] ;
	assign ram_mar_set_wor = STP_bus[0] ;
	assign acc_set_wor = STP_bus[0] ;
	assign ram_ena_wor = STP_bus[1] ;
	assign ir_set_wor = STP_bus[1] ;
	assign acc_ena_wor = STP_bus[2] ;
	assign iar_set_wor = STP_bus[2] ;
	wire rega_e, regb_e, regb_s ;
	wor rega_ena_wor, regb_ena_wor, regb_set_wor ;
	assign rega_e = rega_ena_wor ;
	assign regb_e = regb_ena_wor ;
	assign regb_s = regb_set_wor ;
	wire [3:0] sdeco ;
	jandN #(3) r0_regb_set({CLK_clks, regb_s, sdeco[0]}, r0_s) ;
	jandN #(3) r1_regb_set({CLK_clks, regb_s, sdeco[1]}, r1_s) ;
	jandN #(3) r2_regb_set({CLK_clks, regb_s, sdeco[2]}, r2_s) ;
	jandN #(3) r3_regb_set({CLK_clks, regb_s, sdeco[3]}, r3_s) ;
	jdecoder #(2, 4) regb_set_dec({ir_bus[6], ir_bus[7]}, sdeco) ;
	wire [3:0] edecoa, edecob ;
	wire r0_wora, r0_worb ;
	jor r0_wor(r0_wora, r0_worb, r0_e) ;
	jandN #(3) r0_rega_ena({CLK_clke, rega_e, edecoa[0]}, r0_wora) ;
	jandN #(3) r0_regb_ena({CLK_clke, regb_e, edecob[0]}, r0_worb) ;
	wire r1_wora, r1_worb ;
	jor r1_wor(r1_wora, r1_worb, r1_e) ;
	jandN #(3) r1_rega_ena({CLK_clke, rega_e, edecoa[1]}, r1_wora) ;
	jandN #(3) r1_regb_ena({CLK_clke, regb_e, edecob[1]}, r1_worb) ;
	wire r2_wora, r2_worb ;
	jor r2_wor(r2_wora, r2_worb, r2_e) ;
	jandN #(3) r2_rega_ena({CLK_clke, rega_e, edecoa[2]}, r2_wora) ;
	jandN #(3) r2_regb_ena({CLK_clke, regb_e, edecob[2]}, r2_worb) ;
	wire r3_wora, r3_worb ;
	jor r3_wor(r3_wora, r3_worb, r3_e) ;
	jandN #(3) r3_rega_ena({CLK_clke, rega_e, edecoa[3]}, r3_wora) ;
	jandN #(3) r3_regb_ena({CLK_clke, regb_e, edecob[3]}, r3_worb) ;
	jdecoder #(2, 4) rega_ena_dec({ir_bus[4], ir_bus[5]}, edecoa) ;
	jdecoder #(2, 4) regb_ena_dec({ir_bus[6], ir_bus[7]}, edecob) ;
	wire notalu ;
	jnot nalu(ir_bus[0], notalu) ;
	wire [7:0] idecbus ;
	jdecoder #(3, 8) inst_dec(ir_bus[1:3], idecbus) ;
	genvar j ;
	for (j = 0 ; j < 8 ; j = j + 1) begin
		jand iandj(notalu, idecbus[j], inst_bus[j]) ;
	end
	wire aa1 ;
	jand alu1(STP_bus[3], ir_bus[0], aa1) ;
	assign regb_ena_wor = aa1 ;
	assign tmp_set_wor = aa1 ;
	wire aa2 ;
	jand alu2(STP_bus[4], ir_bus[0], aa2) ;
	assign rega_ena_wor = aa2 ;
	assign alu_ena_ci = aa2 ;
	assign acc_set_wor = aa2 ;
	assign flags_set_wor = aa2 ;
	wire wnotcmp, aa3 ;
	jandN #(3) alu3({STP_bus[5], ir_bus[0], wnotcmp}, aa3) ;
	assign acc_ena_wor = aa3 ;
	assign regb_set_wor = aa3 ;
	wire walu ;
	jnot walunot(walu, wnotcmp) ;
	wire [0:2] cmpbus ;
	assign cmpbus = ir_bus[1:3] ;
	jandN #(3) ncmpbus(cmpbus, walu) ;
	jandN #(3) aluopand1({STP_bus[4], ir_bus[0], cmpbus[0]}, alu_op[0]) ;
	jandN #(3) aluopand2({STP_bus[4], ir_bus[0], cmpbus[1]}, alu_op[1]) ;
	jandN #(3) aluopand3({STP_bus[4], ir_bus[0], cmpbus[2]}, alu_op[2]) ;
	wire l1 ;
	jand l1and(STP_bus[3], inst_bus[0], l1) ;
	assign rega_ena_wor = l1 ;
	assign ram_mar_set_wor = l1 ;
	wire l2 ;
	jand l2and(STP_bus[4], inst_bus[0], l2) ;
	assign ram_ena_wor = l2 ;
	assign regb_set_wor = l2 ;
	wire s1 ;
	jand s1and(STP_bus[3], inst_bus[1], s1) ;
	assign rega_ena_wor = s1 ;
	assign ram_mar_set_wor = s1 ;
	wire s2 ;
	jand s2and(STP_bus[4], inst_bus[1], s2) ;
	assign regb_ena_wor = s2 ;
	assign ram_set_wor = s2 ;
	wire d1 ;
	jand d1and(STP_bus[3], inst_bus[2], d1) ;
	assign bus1_bit1_wor = d1 ;
	assign iar_ena_wor = d1 ;
	assign ram_mar_set_wor = d1 ;
	assign acc_set_wor = d1 ;
	wire d2 ;
	jand d2and(STP_bus[4], inst_bus[2], d2) ;
	assign ram_ena_wor = d2 ;
	assign regb_set_wor = d2 ;
	wire d3 ;
	jand d3and(STP_bus[5], inst_bus[2], d3) ;
	assign acc_ena_wor = d3 ;
	assign iar_set_wor = d3 ;
	wire [3:0] clbreg ;
	assign clbreg = { ir_bus[4:7] } ;
	wire [15:0] clbinst ;
	jdecoder #(4, 16) clfdec(clbreg, clbinst) ;
	wire cl1 ;
	jandN #(3) cland1({inst_bus[6], STP_bus[3], clbinst[0]}, cl1) ;
	assign bus1_bit1_wor = cl1 ;
	assign flags_set_wor = cl1 ;
	jandN #(3) hltand1({inst_bus[6], STP_bus[5], clbinst[1]}, halt) ;
	wire io1 ;
	jandN #(3) ioand1({STP_bus[3], inst_bus[7], ir_bus[4]}, io1) ;
	assign regb_ena_wor = io1 ;
	wire ion4, io2 ;
	jnot ionot1(ir_bus[4], ion4) ;
	jandN #(3) ioand2({STP_bus[4], inst_bus[7], ion4}, io2) ;
	assign regb_set_wor = io2 ;
	jand ios(CLK_clks, io1, io_s) ;
	jand ioe(CLK_clke, io2, io_e) ;
	assign io_io = ir_bus[4] ;
	assign io_da = ir_bus[5] ;
	wire jr1 ;
	jand jrand(STP_bus[3], inst_bus[3], jr1) ;
	assign regb_ena_wor = jr1 ;
	assign iar_set_wor = jr1 ;
	wire j1 ;
	jand jand1(STP_bus[3], inst_bus[4], j1) ;
	assign iar_ena_wor = j1 ;
	assign ram_mar_set_wor = j1 ;
	wire j2 ;
	jand jand2(STP_bus[4], inst_bus[4], j2) ;
	assign ram_ena_wor = j2 ;
	assign iar_set_wor = j2 ;
	wire ji1 ;
	jand jiand1(STP_bus[3], inst_bus[5], ji1) ;
	assign bus1_bit1_wor = ji1 ;
	assign iar_ena_wor = ji1 ;
	assign ram_mar_set_wor = ji1 ;
	assign acc_set_wor = ji1 ;
	wire ji2 ;
	jand jiand2(STP_bus[4], inst_bus[5], ji2) ;
	assign acc_ena_wor = ji2 ;
	assign iar_set_wor = ji2 ;
	wire ji3, jflago ;
	jandN #(3) jiand3({STP_bus[5], inst_bus[5], jflago}, ji3) ;
	assign ram_ena_wor = ji3 ;
	assign iar_set_wor = ji3 ;
	wire [0:3] jfbus ;
	jand jfand1(flags_bus[3], ir_bus[4], jfbus[0]) ;
	jand jfand2(flags_bus[2], ir_bus[5], jfbus[1]) ;
	jand jfand3(flags_bus[1], ir_bus[6], jfbus[2]) ;
	jand jfand4(flags_bus[0], ir_bus[7], jfbus[3]) ;
	jorN #(4) jfor1(jfbus, jflago) ;
endmodule
`timescale 1ns / 1ps
module jnand(input wa, input wb, output wc) ;
	nand #1 x(wc, wa, wb) ;
endmodule
module jnot(input wa, output wb) ;
	jnand x(wa, wa, wb) ;
endmodule
module jand(input wa, input wb, output wc) ;
	wire w ;
	jnand x(wa, wb, w) ;
	jnot y(w, wc) ;
endmodule
module jor(input wa, input wb, output wc) ;
	wire wic, wid ;
	jnot n1(wa, wic) ;
	jnot n2(wb, wid) ;
	jnand x(wic, wid, wc) ;
endmodule
module jxor(input wa, input wb, output wc) ;
	wire wic, wid, wie, wif ;
	jnot not1(wa, wic) ;
	jnot not2(wb, wid) ;
	jnand nand1(wic, wb, wie) ;
	jnand nand2(wa, wid, wif) ;
	jnand nand3(wie, wif, wc) ;
endmodule
module jbuf(input wa, output wb) ;
	jand x(wa, wa, wb) ;
endmodule
module jandN #(parameter N=2) (input [N-1:0] bis, output wo) ;
	wire [N-2:0] os ;
	jand and0(bis[0], bis[1], os[0]) ;
	genvar j ;
	generate
	    for (j = 0; j < (N - 2); j = j + 1) begin
	        jand andj(os[j], bis[j+2], os[j+1]) ;
	    end
	endgenerate
	assign wo = os[N-2] ;
endmodule
module jorN #(parameter N=2) (input [N-1:0] bis, output wo) ;
	wire [N-2:0] os ;
	jor or0(bis[0], bis[1], os[0]) ;
	genvar j ;
	generate
	    for (j = 0; j < (N - 2); j = j + 1) begin
	        jor orj(os[j], bis[j+2], os[j+1]) ;
	    end
	endgenerate
	assign wo = os[N-2] ;
endmodule
module jenabler(input [7:0] bis, input we, output [7:0] bos) ;
	genvar j ;
	generate
	    for (j = 0; j < 8 ; j = j + 1) begin
	        jand a(bis[j], we, bos[j]) ;
	    end
	endgenerate
endmodule
module jdecoder #(parameter N=2, N2=4) (input [N-1:0] bis, output [N2-1:0] bos) ;
    wire [1:0] wmap[N-1:0] ;
    genvar j ;
    generate
        for (j = 0; j < N ; j = j + 1) begin
	    jnot notj(bis[j], wmap[j][0]) ;
	    assign wmap[j][1] = bis[j] ;
        end
    endgenerate
    genvar k ;
    generate
        for (j = 0; j < N2 ; j = j + 1) begin
            wire [N-1:0] wos ;
            for (k = 0; k < N ; k = k + 1) begin
	        assign wos[k] = wmap[k][j[k]] ;
	    end
            jandN #(N) andNj(wos, bos[j]) ;
        end
    endgenerate
endmodule
module jbus1 (input [7:0] bis, input wbit1, output [7:0] bos) ;
    wire wnbit1 ;
    jnot n(wbit1, wnbit1) ;
    genvar j ;
    generate
	for (j = 0 ; j < 8 ; j = j + 1) begin
	    if (j > 0) begin
	        jand andj(bis[j], wnbit1, bos[j]) ;
	    end else begin
	        jor orj(bis[j], wbit1, bos[j]) ;
	    end
	end
    endgenerate
endmodule
--- run.sh ---
#!/bin/bash
# OpenROAD 26Q1-2900-gdf79404cd8, Yosys 0.63+post, stock flow scripts
make -C /OpenROAD-flow-scripts/flow DESIGN_CONFIG=/design/flow/config.mk WORK_HOME=/design/flow/orfs finish
--- config.mk ---
export PLATFORM = sky130hd
export DESIGN_NAME = jCU
export DESIGN_NICKNAME = jCU
export VERILOG_FILES = /design/flow/design.v
export SDC_FILE = /design/flow/constraint.sdc
export NUM_CORES = 4
export LEC_CHECK = 1
export CORE_AREA = 10 10 70 70
export DIE_AREA = 0 0 80 80
--- constraint.sdc ---
current_design jCU

set clk_period 1.8
set clk_io_pct 0.2

create_clock -name clk0 -period $clk_period

set non_clock_inputs [all_inputs -no_clocks]
set_input_delay [expr $clk_period * $clk_io_pct] -clock clk0 $non_clock_inputs
set_output_delay [expr $clk_period * $clk_io_pct] -clock clk0 [all_outputs]
==> results.py <==
# Metrics from the implementation run
metrics = {
    "setup_path": {
        "worstPathMaxFanout": 5,
        "cp_data_required_time_ns": 1.44,
        "crit_buf_inv": 3,
        "worstSetupEndpoint": "acc_s",
        "worstSetupStartpoint": "ir_bus[1]",
        "critical_path.max_stage_delay_ns": 0.54,
        "worstSetupEndpointType": "output pin",
        "crit_slowest_cell": "or4b_4",
        "cp_num_cells": 7,
        "worstSetupPathType": "primary input to output pin",
        "crit_path_frequent_cell": "a21oi_2",
        "crit_chain": "buf_8 > or4b_4 > o31ai_4 > a21oi_2 > buf_4 > a21oi_2 > buf_2",
        "cp-start-kind": "primary input",
        "cp.arrival_ns": 1.50,
        "cp_top_family": "simple AND/OR/NAND/NOR gates",
    },
    "sta": {
        "timing.final.ws_setup_ns": -0.05705,
        "hold_viol": 0,
        "timing.fmax_ghz": 0.5385,
        "fin_crit_ns": 1.857,
        "finalCritPeriodShare_pct": 103.2,
        "maxSlewHeadroom_pct": 79.58,
        "setup_viol": 6,
        "slew_violations": 0,
        "setup_tns_ns": -0.1557,
        "worst_slew_pin_slew_ns": 0.3039,
        "rsz0062_at_grt": "true",
    },
    "status": {
        "violations": "negative setup slack",
        "status": "finished, violations left",
    },
    "global_routing": {
        "grtUsageMet1_pct": 11.78,
        "grt_max_degree": 9,
        "grt_pass1_wl_um": 4961,
        "first_global_vias": 1031,
        "grtUsageTotal_pct": 9.110,
        "gr-usage-met2_pct": 15.97,
        "grt_remaining_overflow": 0,
        "busiest_layer": "met2",
        "met3_usage_pct": 1.932,
        "antenna_found_initial": 0,
    },
    "drt": {
        "routed_wl_um": 2993,
        "drt_iter0_drc": 38,
        "drc_errors": 0,
        "dr.pass1.iters": 4,
        "antenna_left": 0,
        "n_antenna_cell": 0,
        "vias": 960,
        "vias_per_cell": 4.404,
        "wire_per_inst_um": 13.73,
    },
    "die": {
        "core-area_sq_mm": 0.003416,
        "ios": 50,
        "die_h_um": 80,
        "fp_util_pct": 15.60,
        "chipArea_sq_mm": 0.006400,
        "rows": 21,
        "die_w_um": 80,
    },
    "finish": {
        "flops": 0,
        "fin_area_sq_mm": 0.001594,
        "area_growth_pct": 199.1,
        "nClkBuffers": 0,
        "final_core_util_pct": 46.67,
        "drive_gt1_share_pct": 62.79,
        "seqCellArea_sq_um": 0,
        "final_cells": 218,
    },
    "placed_design": {
        "gp_congestion": 0.8690,
        "io_buffer_count": 48,
        "place_area_sq_mm": 0.001255,
        "dp_cells": 203,
        "dp_hpwl_um": 2419,
    },
    "pwr": {
        "p_per_area_mw_per_mm2": 191.4,
        "p_leak_nw": 0.7778,
        "peakVddDrop_mv": 0.1165,
        "finalPower_uw": 305.0,
    },
    "yosys": {
        "avgSynthCellArea_sq_um": 6.271,
        "synth_seq_share_pct": 0,
        "ys_cells": 85,
        "syn_area_sq_um": 533.0,
        "yosysChipArea_sq_um": 533.0,
        "yosys_warnings": 3,
        "synthCells": 85,
        "ys_types": 31,
    },
    "job": {
        "warnings": 36,
        "drv_cap": 0,
    },
    "worst_hold_path": {
        "hold_class": "primary input to output pin",
    },
    "cts": {
        "ctsHoldBuffers": 0,
    },
}
[through the flow]
step | worst slack (ns) | hold WS, ns
after CTS | -0.1567 | 1.141
after floorplan | 0.1897 | 0.7650
after global routing | -0.09871 | 1.130
final | -0.05705 | 1.071
after global placement | -0.8629 | 1.701
after detailed placement | -0.8877 | 1.692
[repair_timing]
item | 4_1_cts | 5_1_grt
endpoints found under the setup margin | 28 | 19
gates cloned | 0 | 0
resized | 136 | 31
setup buffers | 13 | 4
pin swaps | 29 | 19
[cell usage in the layout, fill, tap and decap left out, types with 2 or more instances in the layout]
cell type         n
nand2b_1          2
clkdlybuf4s50_1   9
dlygate4sd2_1    11
nor3_4            2
o31ai_4           2
o21a_1            2
nor4_4            3
buf_8             3
a21oi_2           3
clkbuf_2          2
nor2_2            3
nor2_1            7
inv_1             5
buf_2            15
buf_6            14
and3_1            4
nor2b_1           2
nand2_1           7
o32ai_2           4
a22oi_2           2
dlymetal6s2s_1    4
buf_4            36
nand2b_4          3
[per-layer routing]
metal,part of all wire (%),up-vias
met2,51,21
met3,6.0,2
met1,42,449
met5,0,-
met4,0.90,0
li1,-,488
[synth_stat cells, types with 2 or more instances]
master	number	share of area, %
o21a_1	2	2.8
a22oi_1	2	2.8
nor3_1	3	2.8
inv_1	5	3.5
buf_4	5	7.0
a21oi_2	2	3.3
nor4_1	4	4.7
o21ai_1	2	1.9
and3_1	5	5.9
a31oi_1	2	2.3
a21boi_1	3	4.2
o31ai_2	2	4.7
buf_2	3	2.8
and2_1	2	2.3
nor2b_1	2	2.3
nor2_1	11	7.7
nand2_1	7	4.9
nand2b_1	5	5.9
nand3_1	3	2.8
o32ai_1	4	6.6
[kinds of logic after synthesis]
kind of cell | after synthesis | synth area share (%)
AOI/OAI and AO/OA | 22 | 32.86
buffers and inverters | 14 | 15.49
muxes | 1 | 1.878
and+or+nand+nor | 48 | 49.76
[worst min path at each step]
stage | startpoint | to | slack, ns | cells after the start
final | STP_bus[1] | ram_e | 1.07 | 4
after CTS | STP_bus[4] | iar_s | 1.14 | 4
after global routing | STP_bus[1] | ram_e | 1.13 | 4
[cell type report]
| type | count | area [sq um] |
|---|---|---|
| fill | 335 | 1822 |
| inverter | 5 | 18.77 |
| tap | 46 | 57.56 |
| multi-input combinational | 71 | 693.2 |
| timing repair buffer | 96 | 824.5 |
[where the power goes]
part	internal [mW]	total [mW]	switching [mW]
logic	0.180	0.305	0.125
clock network	0	0	0
registers	0	0	0
total	0.180	0.305	0.125
No activity file was given, so power comes from the tool's default toggle rates.
