==> /design/flow/run.sh <==
#!/bin/bash
# OpenROAD 26Q1-2900-gdf79404cd8, Yosys 0.63+post, stock flow scripts
make -C /OpenROAD-flow-scripts/flow DESIGN_CONFIG=/design/flow/config.mk WORK_HOME=/design/flow/orfs finish
==> /design/flow/config.mk <==
export PLATFORM = sky130hd
export DESIGN_NAME = jcsalu
export DESIGN_NICKNAME = jcsalu
export VERILOG_FILES = /design/flow/design.v
export SDC_FILE = /design/flow/constraint.sdc
export NUM_CORES = 4
export LEC_CHECK = 1
export CORE_UTILIZATION = 40
==> /design/flow/constraint.sdc <==
current_design jcsalu

set clk_period 3.7
set clk_io_pct 0.2

create_clock -name clk0 -period $clk_period [get_ports {CLK}]

set non_clock_inputs [all_inputs -no_clocks]
set_input_delay [expr $clk_period * $clk_io_pct] -clock clk0 $non_clock_inputs
set_output_delay [expr $clk_period * $clk_io_pct] -clock clk0 [all_outputs]
==> /design/flow/design.v <==
`timescale 1ns / 1ps
module jcsalu(
    input CLK, input [15:0] SW, input BTNU, input BTNL, input BTNC, input BTNR, input BTND,
    output reg [15:0] LED, output [6:0] SEG, output [3:0] AN, output DP) ;
	parameter 
	   FIRST=0, 
	   ADDR=0, SHR=1, SHL=2, NOTR=3, ANDR=4, ORR=5, XORR=6, LAST=6 ;
	reg [5:0] mode = ADDR, nextmode = ADDR ;
    always @(posedge CLK) begin
        mode <= nextmode ;
    end
    wire nmbtn_click, pmbtn_click ;
    click cpmbtn(CLK, BTNU, pmbtn_click) ;
    click cnmbtn(CLK, BTND, nmbtn_click) ;
    always @(posedge CLK) begin
        if (pmbtn_click && (mode > FIRST)) begin
            nextmode <= mode - 1 ;
        end else if (nmbtn_click && (mode < LAST)) begin
        	nextmode <= mode + 1 ;
		end 
    end
    wire CI, EQI, ALI ;
    assign CI = BTNL ;
    reg [2:0] ops = 0 ;
    wire [7:0] alu_out ;
    wire alu_co, alu_alo, alu_eqo, alu_z ;
    jALU ualu(SW[7:0], SW[15:8], CI, ops, alu_out, alu_co, alu_eqo, alu_alo, alu_z) ;
    reg [31:0] word ;    
    seven_seg_word ssw(CLK, word, SEG, AN, DP) ;
    always @(*) begin
        ops = mode ;
        LED[15:12] = {alu_co, alu_alo, alu_eqo, alu_z} ;
        LED[11] = 0 ;
        LED[10:8] = ops ;
        LED[7:0] = alu_out ;
        case (mode)
            ADDR: begin
                word = "addr" ;
            end
            SHR: begin
                word = " shr" ;
            end
            SHL: begin
                word = " shl" ;
            end
            NOTR: begin
                word = "notr" ;
            end
            ANDR: begin
                word = "andr" ;
            end
            ORR: begin
                word = " orr" ;
            end
            XORR: begin
                word = "xorr" ;
            end
            default: begin
                word = "    " ;
                LED = 0 ;
            end
        endcase
    end
endmodule
`timescale 1ns / 1ps
module click(input clk, input pbi, output reg click);
    reg cur = 0 ;
    wire deb ;
    debounce debm(clk, pbi, deb) ;
    always @(posedge clk) begin
        cur <= deb ;
        if (deb == 0 && cur == 1)
            click <= 1 ;
        else
            click <= 0 ;
    end
endmodule
module debounce(input clk, input pbi, output reg pbo);
    parameter DEBOUNCE_LIMIT = 1000000 ;   
    reg [19:0] count = 0 ;
    always @(posedge clk) begin
        if (pbi != pbo && count < DEBOUNCE_LIMIT)
            count <= count + 1 ;
        else if (count == DEBOUNCE_LIMIT) begin
            pbo <= pbi ;
            count <= 0 ;
        end 
        else begin
            count <= 0 ;
        end
    end
endmodule
module seven_seg_word(input clk, input [31:0] word, output reg [6:0] sseg, output reg [3:0] an, output reg dp) ;
    reg [7:0] led_ascii ;
    reg [19:0] count = 0 ;
    always @(posedge clk) begin
        count <= count + 1 ;
    end
    wire [1:0] s ;
    assign s = count[19:18] ;
    always @(*) begin
        case(s)
            2'b00: begin
                an = 4'b0111 ; 
                led_ascii = word[31:24] ;
            end
            2'b01: begin
                an = 4'b1011 ; 
                led_ascii = word[23:16] ;
            end
            2'b10: begin
                an = 4'b1101 ; 
                led_ascii = word[15:8] ;
            end
            2'b11: begin
                an = 4'b1110 ; 
                led_ascii = word[7:0] ;
            end
        endcase
    end        
    always @(*) begin       
        dp = 1 ;
        case(led_ascii)
            "0":        sseg = 7'b1000000 ; 
            "1":        sseg = 7'b1111001 ; 
            "2":        sseg = 7'b0100100 ;
            "3":        sseg = 7'b0110000 ;
            "4":        sseg = 7'b0011001 ;
            "5":        sseg = 7'b0010010 ;
            "6":        sseg = 7'b0000010 ;
            "7":        sseg = 7'b1111000 ;
            "8":        sseg = 7'b0000000 ;
            "9":        sseg = 7'b0010000 ; 
            "a":        sseg = 7'b0100000 ; 
            "b":        sseg = 7'b0000011 ;
            "c":        sseg = 7'b0100111 ; 
            "d":        sseg = 7'b0100001 ; 
            "e":        sseg = 7'b0000110 ; 
            "f":        sseg = 7'b0001110 ;
            "g":        sseg = 7'b0010000 ; 
            "h":        sseg = 7'b0001011 ;
            "k":        sseg = 7'b0001010 ;
            "l":        sseg = 7'b1001111 ; 
            "m":        sseg = 7'b0101010 ; 
            "n":        sseg = 7'b0101011 ; 
            "o":        sseg = 7'b0100011 ; 
            "p":        sseg = 7'b0001100 ; 
            "r":        sseg = 7'b0101111 ;
            "s":        sseg = 7'b0010010 ; 
            "t":        sseg = 7'b0000111 ;
            "u":        sseg = 7'b1100011 ;
            "x":        sseg = 7'b0001001 ; 
            "z":        sseg = 7'b0100100 ; 
            default:    sseg = 7'b1111111 ;  
        endcase
    end
endmodule 
module seven_seg_dec(input clk, input [7:0] num, output reg [6:0] sseg, output reg [3:0] an, output reg dp) ;
    reg [7:0] led_dec ;
    reg [19:0] count = 0 ;
    always @(posedge clk) begin
        count <= count + 1 ;
    end
    wire [1:0] s ;
    assign s = count[19:18] ;
    always @(*) begin
        case(s)
            2'b00: begin
                an = 4'b0111 ; 
                led_dec = 0 ;
            end
            2'b01: begin
                an = 4'b1011 ; 
                led_dec = (num % 1000) / 100 ;
            end
            2'b10: begin
                an = 4'b1101 ; 
                led_dec = (num % 100) / 10 ;
            end
            2'b11: begin
                an = 4'b1110 ; 
                led_dec = num % 10 ;
            end
        endcase
    end        
    always @(*) begin       
        dp = 1 ;
        case(led_dec)
            0:        sseg = 7'b1000000 ; 
            1:        sseg = 7'b1111001 ; 
            2:        sseg = 7'b0100100 ;
            3:        sseg = 7'b0110000 ;
            4:        sseg = 7'b0011001 ;
            5:        sseg = 7'b0010010 ;
            6:        sseg = 7'b0000010 ;
            7:        sseg = 7'b1111000 ;
            8:        sseg = 7'b0000000 ;
            9:        sseg = 7'b0010000 ; 
            default:  sseg = 7'b1111111 ;  
        endcase
    end
endmodule 
module genclock #(parameter HZ=1) (input clkin, output clkout) ;
    integer count = 0 ;
    localparam max = 100000000 / HZ ;
    reg rclkout = 0 ;
	assign clkout = rclkout ;
    always @ (posedge clkin) begin
        if (count == max - 1) begin
            count <= 0 ;
            rclkout <= ~rclkout ;
        end else begin
            count <= count + 1 ;
        end
    end
endmodule
`timescale 1ns / 1ps
module jALU (input [7:0] bas, input [7:0] bbs, input wci, input [2:0] bops, 
	output wor [7:0] bcs, output wor wco, output weqo, output walo, output wz) ;
	wire [7:0] bdec ;
	jdecoder #(3, 8) dec(bops, bdec) ;
	reg gnd ;
	assign bdec[7] = gnd ;
	wire [7:0] bxor, bor, band, bnot, bshl, bshr ;
	jxorer xorer(bas, bbs, bxor, weqo, walo) ;
	jenabler enaxor(bxor, bdec[6], bcs) ;
	jorer orer(bas, bbs, bor) ;
	jenabler enaor(bor, bdec[5], bcs) ;
	jandder andder(bas, bbs, band) ;
	jenabler enaand(band, bdec[4], bcs) ;
	jnotter n(bas, bnot) ;
	jenabler enanot(bnot, bdec[3], bcs) ;
	wire woshl ;
	jshiftl shitfl(bas, wci, bshl, woshl) ;
	jand sle(woshl, bdec[2], wco) ;
	jenabler enashl(bshl, bdec[2], bcs) ;
	wire woshr ;
	jshiftr shiftr(bas, wci, bshr, woshr) ;
	jand sre(woshr, bdec[1], wco) ;
	jenabler enashr(bshr, bdec[1], bcs) ;
	wire aco ;
	wire [7:0] acs ;
	jadder adder(bas, bbs, wci, acs, aco) ;
	jand adde(aco, bdec[0], wco) ;
	jenabler enaadd(acs, bdec[0], bcs) ;
	jzero z(bcs, wz) ;
endmodule
module jshiftr (input [0:7] bis, input wci, output [0:7] bos, output wco) ;
	jbuf b0(wci, bos[0]) ;
	genvar j ;
	for (j = 1; j < 8 ; j = j + 1) begin
		jbuf bj(bis[j-1], bos[j]) ;
	end
	jbuf bn(bis[7], wco) ;
endmodule
module jshiftl (input [0:7] bis, input wci, output [0:7] bos, output wco) ;
	jbuf b0(bis[0], wco) ;
	genvar j ;
	for (j = 1; j < 8 ; j = j + 1) begin
		jbuf bj(bis[j], bos[j-1]) ;
	end
	jbuf bn(wci, bos[7]) ;
endmodule
module jnotter (input [0:7] bis, output [0:7] bos) ;
	genvar j ;
	for (j = 0; j < 8 ; j = j + 1) begin
		jnot nj(bis[j], bos[j]) ;
	end
endmodule
module jandder (input [0:7] bas, input [0:7] bbs, output [0:7] bcs) ;
	genvar j ;
	for (j = 0; j < 8 ; j = j + 1) begin
		jand nj(bas[j], bbs[j], bcs[j]) ;
	end
endmodule
module jorer (input [0:7] bas, input [0:7] bbs, output [0:7] bcs) ;
	genvar j ;
	for (j = 0; j < 8 ; j = j + 1) begin
		jor oj(bas[j], bbs[j], bcs[j]) ;
	end
endmodule
module jxorer (input [0:7] bas, input [0:7] bbs, output [0:7] bcs, output weqo, output walo) ;
	reg one = 1 ;
	reg zero = 0 ;
	wire [0:6] teqo, talo ;
	genvar j ;
	jcmp cmp0(bas[0], bbs[0], one, zero, bcs[0], teqo[0], talo[0]) ;
	for (j = 1; j < 7 ; j = j + 1) begin
		jcmp cmpj(bas[j], bbs[j], teqo[j-1], talo[j-1], bcs[j], teqo[j], talo[j]) ;
	end
	jcmp cmpn(bas[7], bbs[7], teqo[6], talo[6], bcs[7], weqo, walo) ;
endmodule
module jadder (input [7:0] bas, input [7:0] bbs, input wci, output [7:0] bcs, output wco) ;
	wire [0:6] tc ;
	genvar j ;
	jadd add0(bas[0], bbs[0], wci, bcs[0], tc[0]) ;
	for (j = 1; j < 7; j = j + 1) begin
		jadd addj(bas[j], bbs[j], tc[j-1], bcs[j], tc[j]) ;
	end
	jadd addn(bas[7], bbs[7], tc[6], bcs[7], wco) ;
endmodule
module jzero (input [0:7] bis, output wz) ;
	wire wi ;
	jorN #(8) orn(bis, wi) ;
	jnot n(wi, wz) ;
endmodule
module jadd(input wa, input wb, input wci, output wc, output wco) ;
        wire wi, wcoa, wcob ;
        jxor xor1(wa, wb, wi) ;
        jxor xor2(wi, wci, wc) ;
        jand and1(wci, wi, wcoa) ;
        jand and2(wa, wb, wcob) ;
        jor or1(wcoa, wcob, wco) ;
endmodule
module jcmp(input wa, input wb, input weqi, input wali, output wc, output weqo, output walo) ;
        wire w23, w45 ;
        jxor xor1(wa, wb, wc) ;
        jnot not1(wc, w23) ;
        jand and1(weqi, w23, weqo) ;
        jandN #(3) and3({weqi, wa, wc}, w45) ;
        jor or1(wali, w45, walo) ;
endmodule
`timescale 1ns / 1ps
module jnand(input wa, input wb, output wc) ;
	nand #1 x(wc, wa, wb) ;
endmodule
module jnot(input wa, output wb) ;
	jnand x(wa, wa, wb) ;
endmodule
module jand(input wa, input wb, output wc) ;
	wire w ;
	jnand x(wa, wb, w) ;
	jnot y(w, wc) ;
endmodule
module jor(input wa, input wb, output wc) ;
	wire wic, wid ;
	jnot n1(wa, wic) ;
	jnot n2(wb, wid) ;
	jnand x(wic, wid, wc) ;
endmodule
module jxor(input wa, input wb, output wc) ;
	wire wic, wid, wie, wif ;
	jnot not1(wa, wic) ;
	jnot not2(wb, wid) ;
	jnand nand1(wic, wb, wie) ;
	jnand nand2(wa, wid, wif) ;
	jnand nand3(wie, wif, wc) ;
endmodule
module jbuf(input wa, output wb) ;
	jand x(wa, wa, wb) ;
endmodule
module jandN #(parameter N=2) (input [N-1:0] bis, output wo) ;
	wire [N-2:0] os ;
	jand and0(bis[0], bis[1], os[0]) ;
	genvar j ;
	generate
	    for (j = 0; j < (N - 2); j = j + 1) begin
	        jand andj(os[j], bis[j+2], os[j+1]) ;
	    end
	endgenerate
	assign wo = os[N-2] ;
endmodule
module jorN #(parameter N=2) (input [N-1:0] bis, output wo) ;
	wire [N-2:0] os ;
	jor or0(bis[0], bis[1], os[0]) ;
	genvar j ;
	generate
	    for (j = 0; j < (N - 2); j = j + 1) begin
	        jor orj(os[j], bis[j+2], os[j+1]) ;
	    end
	endgenerate
	assign wo = os[N-2] ;
endmodule
module jenabler(input [7:0] bis, input we, output [7:0] bos) ;
	genvar j ;
	generate
	    for (j = 0; j < 8 ; j = j + 1) begin
	        jand a(bis[j], we, bos[j]) ;
	    end
	endgenerate
endmodule
module jdecoder #(parameter N=2, N2=4) (input [N-1:0] bis, output [N2-1:0] bos) ;
    wire [1:0] wmap[N-1:0] ;
    genvar j ;
    generate
        for (j = 0; j < N ; j = j + 1) begin
	    jnot notj(bis[j], wmap[j][0]) ;
	    assign wmap[j][1] = bis[j] ;
        end
    endgenerate
    genvar k ;
    generate
        for (j = 0; j < N2 ; j = j + 1) begin
            wire [N-1:0] wos ;
            for (k = 0; k < N ; k = k + 1) begin
	        assign wos[k] = wmap[k][j[k]] ;
	    end
            jandN #(N) andNj(wos, bos[j]) ;
        end
    endgenerate
endmodule
module jbus1 (input [7:0] bis, input wbit1, output [7:0] bos) ;
    wire wnbit1 ;
    jnot n(wbit1, wnbit1) ;
    genvar j ;
    generate
	for (j = 0 ; j < 8 ; j = j + 1) begin
	    if (j > 0) begin
	        jand andj(bis[j], wnbit1, bos[j]) ;
	    end else begin
	        jor orj(bis[j], wbit1, bos[j]) ;
	    end
	end
    endgenerate
endmodule
==> Slide: Implementation Results <==
Key Metrics from the Run

Worst setup path
  • Setup Crit Path Kind: in2out
  • Crit. End Element: output port
  • Worst-path maximum fanout: 2
  • Setup crit start kind: primary input
  • Worst EP arrival: 4.66 ns
  • Worst path required time: 2.96 ns

Clocking
  • Num CTS Buffers: 9
  • Root buffer cell: clkbuf_16
  • Clk buf depth: 2
  • Worst-Skew Late Latency: 0.33 ns
  • CTS H-tree lvls: 3
  • CTS tree: done
  • CTS sink cnt: 78
  • CTS hold repair buffers: 0
  • Clock Pin Slew Worst Setup and Hold Paths: 0.06 ns

STA
  • Final Hold Violation Tally: 0
  • Fin crit share: 146%
  • Setup ws final: -1.70 ns
  • Finish-stage setup viols: 8
  • Max Fclk: 185 MHz
  • Slew Limit Fails: 0
  • RSZ-0062 raised after global routing: yes
  • Fin crit period: 5.40 ns
  • Max_slew headroom: 53.8%
  • Setup TNS: -7.49 ns
  • Actual slew at the worst max-slew pin: 0.689 ns
  • Clk_skew: 0.00613 ns

Global route
  • Initial antenna violation count: 0
  • Global Route Usage Sum: 18.0%
  • Pin count of the biggest net entering global routing: 20
  • Vias in the first global route: 4140
  • GR Overflow Total: 0
  • First-pass GRT wire length: 19000 um

Routing
  • Drt pass-1 iters: 6
  • Antenna-violating nets left: 0
  • DRT iter0 DRCs: 270
  • Routed via count: 4527
  • Drt wl/cell: 12.6 um
  • Antenna diode count: 0
  • DRC viols: 0
  • WL final: 11200 um
  • Via/cell ratio: 5.08

Finish
  • Seq. cell area: 1650 sq um
  • Share of layout cells above drive strength 1: 26.8%
  • Area Overhead vs Synth: 35.3%
  • Final core occ: 56.2%
  • # fillers: 1058
  • Logic area: 3400 sq um

Floorplan
  • Core footprint: 12200 sq um
  • Die x size: 115 um
  • Starting Density: 41.6%
  • Die area: 13100 sq um
  • Die height: 115 um
  • Core Rows: 40
  • I/O Pins: 50

Yosys
  • Yosys cell count: 593
  • Synth Instances: 593
  • Post-synth seq share: 32.3%
  • Count of library flops with an enable pin: 8
  • Synth area leaders: dfxtp_1 (28%), ha_1 (10%), nor2_1 (6.2%), xor2_1 (5.9%), edfxtp_1 (4.7%)
  • YS chip area: 5070 sq um
  • Area leader, netlist: dfxtp_1
  • Yosys warning count: 6
  • Ys flops: 78
  • Synth Flop Type: dfxtp_1
  • FFs w/ async S/R, synth: 0%
  • Max-area cell share: 27.6%
  • Mapped Area: 5070 sq um
  • Synth unique cells: 67
  • Mapped Avg Cell Area: 8.56 sq um

Placement
  • Post-place setup slack: -2.52 ns
  • PortBufs: 45
  • Detailed placer's ending HPWL: 8020 um
  • GPL Wtd Cong: 0.938

Worst hold path
  • Hold Crit Class: reg2reg

Power and ir drop
  • Leak: 2.77 nW
  • Maximum vdd drop: 0.000399 V
  • Pwr Density: 279 nW/um^2

Flow run
  • OpenROAD warning count: 57
  • Max-Cap Viols: 0

Outcome
  • Outcome: finished with violations
  • Violated checks: negative setup slack
==> per-layer routing <==
layer	vias to the layer above	part of all wire [%]	routed length (um)	global-route usage, %
met5	-	0	0	0
met4	0	0.70	79	1.90
met3	8	5.8	646	3.34
met2	115	43	4770	27.1
met1	2089	51	5730	28.4
li1	2315	-	-	-
==> through the flow <==
step	total power [mW]	area, sq um	hold WS (ns)	cells
floorplan	0.964	5090	0.323	593
global placement	1.05	6190	0.323	859
detailed placement	1.05	6190	0.327	859
CTS	1.94	6750	0.341	886
global route	2.01	6860	0.345	892
finish	1.91	6860	0.340	892
==> placed cells by master, fill, tap and decap left out, drive strengths merged, types with 3 or more instances in the layout <==
| cell type | Yosys | routed |
|---|---|---|
| nor4 | 3 | 3 |
| fa | 8 | 8 |
| nand2b | 5 | 5 |
| inv | 46 | 50 |
| a222oi | 9 | 9 |
| clkbuf | 15 | 20 |
| dlygate4sd2 | 0 | 6 |
| a31oi | 5 | 5 |
| a221oi | 8 | 8 |
| nand3 | 32 | 32 |
| or2 | 3 | 3 |
| nor2b | 6 | 6 |
| o21ai | 21 | 21 |
| a21oi | 21 | 21 |
| clkdlybuf4s50 | 0 | 22 |
| or3 | 3 | 3 |
| and3 | 8 | 8 |
| nor2 | 84 | 84 |
| xor2 | 34 | 34 |
| edfxtp | 8 | 8 |
| nand2 | 36 | 36 |
| buf | 10 | 101 |
| nand4 | 11 | 11 |
| mux2i | 7 | 7 |
| ha | 41 | 41 |
| dfxtp | 70 | 70 |
| o211ai | 8 | 8 |
| a22oi | 8 | 8 |
| xnor2 | 24 | 24 |
| nor4b | 3 | 3 |
| and2 | 3 | 3 |
| nor3 | 21 | 21 |
==> power breakdown <==
group / total (mW) / switching (mW) / internal [mW] / leakage, nW
Clock: 0.868 / 0.340 / 0.528 / 0.144
Combinational: 0.184 / 0.0858 / 0.0980 / 1.98
Sequential: 0.863 / 0.00601 / 0.857 / 0.643
Total: 1.91 / 0.432 / 1.48 / 2.77
==> cell type report <==
cell class,count,share of cell area (%)
timing repair buffer,140,16.5
clock inverter,6,0.984
multi-input combinational,444,49.6
tap,168,3.06
sequential,78,24.0
clock buffer,10,3.34
inverter,46,2.55
==> cells by family after synthesis <==
family          synth area share (%)
compound gates                  14.7
xor+xnor                        10.2
fa+ha+maj                       13.3
buf+inv                         6.31
flops                           32.3
mux                             1.60
other cells                    0.148
simple gates                    21.5
==> sequential cells by signal, indices dropped and copies added (netlist names) <==
signal,count
cnmbtn.debm.count,20
cpmbtn.debm.count,20
ssw.count,20
mode,6
nextmode,6
cnmbtn.click,1
cnmbtn.cur,1
cnmbtn.debm.pbo,1
cpmbtn.click,1
cpmbtn.cur,1
cpmbtn.debm.pbo,1
==> what timing repair did <==
| item | 4_1_cts | 5_1_grt |
|---|---|---|
| resized | 84 | 50 |
| hold endpoints to repair | 0 | 0 |
| pin swaps | 27 | 35 |
| setup buffers | 11 | 8 |
| setup endpoints to repair | 19 | 17 |
==> cell usage after synthesis, drive strengths merged, types with 5 or more instances <==
cell type and n:
nor3 21, a221oi 8, buf 10, a222oi 9, fa 8, dfxtp 70, a21oi 21, xnor2 24
xor2 34, nand3 32, o21ai 21, ha 41, a31oi 5, and3 8, clkbuf 15, edfxtp 8
a22oi 8, nand2b 5, mux2i 7, o211ai 8, nor2 84, nor2b 6, nand2 36, inv 46
nand4 11
==> final timing paths <==
kind	startpoint	endpoint	slack, ns	cells after the start
setup reg to reg	mode[0]	nextmode[5]	1.36	9
setup / recovery	SW[0]	LED[12]	-1.70	17
hold reg to reg	nextmode[1]	mode[1]	0.34	0
hold / removal	nextmode[1]	mode[1]	0.34	0
==> critical path: stages <==
cell and delay (ns):
buf_8 0.07, fa_2 0.19, inv_2 0.04, fa_2 0.34, fa_2 0.36, fa_2 0.35, fa_2 0.36, fa_2 0.36
fa_2 0.35, fa_1 0.48, inv_1 0.04, a222oi_1 0.26, nor2_1 0.06, a221o_1 0.27, buf_4 0.14, nor4_2 0.11
buf_2 0.13
Power and IR drop assume default switching activity.
